`./run.sh`:
```
#!/bin/bash
# OpenROAD 26Q1-2900-gdf79404cd8, Yosys 0.63+post, stock flow scripts
make -C /OpenROAD-flow-scripts/flow DESIGN_CONFIG=/design/flow/config.mk WORK_HOME=/design/flow/orfs finish
```
`./config.mk`:
```
export PLATFORM = sky130hd
export DESIGN_NAME = PwmTriagular
export DESIGN_NICKNAME = PwmTriagular
export VERILOG_FILES = /design/flow/design.v
export SDC_FILE = /design/flow/constraint.sdc
export NUM_CORES = 4
export LEC_CHECK = 1
export CORE_AREA = 10 10 96 96
export DIE_AREA = 0 0 106 106
```
`./constraint.sdc`:
```
current_design PwmTriagular

set clk_period 7.3
set clk_io_pct 0.2

create_clock -name clk0 -period $clk_period [get_ports {clock}]

set non_clock_inputs [all_inputs -no_clocks]
set_input_delay [expr $clk_period * $clk_io_pct] -clock clk0 $non_clock_inputs
set_output_delay [expr $clk_period * $clk_io_pct] -clock clk0 [all_outputs]
```
`./design.v`:
```
module PwmTriagular(
  input        clock,
  input        reset,
  input  [7:0] io_totcyclesIn,
  input  [7:0] io_oncyclesIn,
  output [7:0] io_signalOut
);
  reg [7:0] countReg;  
  reg [7:0] ampReg;  
  wire [7:0] middle = io_totcyclesIn / 2'h2;  
  wire [7:0] _countReg_T_2 = countReg + 8'h1;  
  wire [7:0] _ampReg_T_2 = ampReg + 8'h1;  
  wire [7:0] _ampReg_T_4 = ampReg - 8'h1;  
  assign io_signalOut = countReg < io_oncyclesIn ? ampReg : 8'h0;  
  always @(posedge clock) begin
    if (reset) begin  
      countReg <= 8'h0;  
    end else if (countReg == io_totcyclesIn) begin  
      countReg <= 8'h0;
    end else begin
      countReg <= _countReg_T_2;
    end
    if (reset) begin  
      ampReg <= 8'h0;  
    end else if (countReg < middle) begin  
      ampReg <= _ampReg_T_2;
    end else begin
      ampReg <= _ampReg_T_4;
    end
  end
endmodule
```
==> Slide: Implementation Results <==
Run Summary

Yosys
  – Top FF cell, synth: dfxtp_1
  – Cell area after synthesis: 1280 µm²
  – Synthesized area per cell: 8.70 µm²
  – Count of flip-flops with a built-in enable after synthesis: 0
  – Synthesis Warnings: 1
  – Yosys Chip Area: 1280 µm²
  – Async set-reset flop share out of synthesis: 0%
  – Number of distinct standard cells referenced by the synthesized netlist: 33
  – Number of cells in the yosys synthesis report: 147
  – Seq/Total Area, Yosys: 25.0%
  – Post-synthesis cell count: 147
  – #FFs+latches synth: 16

Setup path
  – Data arrival, critical path: 3.84 ns
  – Maximum fanout count along the critical path: 8
  – Crit. End Element: primary output
  – Critical register-to-register path startpoint: countReg[6]$_SDFF_PP0_
  – Cells on worst reg2reg path: 11
  – Worst EP required: 5.84 ns
  – Nature of the critical path startpoint: input pin
  – Endpoint of the worst register-to-register path: ampReg[7]$_SDFF_PP0_
  – Worst setup path category: in2out
  – Setup slack, reg-to-reg: 4.20 ns

Floorplanning
  – Vertical die dimension: 106 µm
  – Overall die width: 106 µm
  – Site row count: 31
  – Placeable core region: 7210 µm²
  – Initial cell density of the core: 17.7%
  – Die area: 11,200 µm²
  – I/O pin count: 26

Global route
  – Pin count of the biggest net entering global routing: 15
  – Wire length of the first global-routing pass: 5.10 mm
  – Total GRT Usage: 5.41%
  – GRT Residual Overflow: 0
  – Antenna violations before repair: 0
  – Via count of the first global-routing pass: 1,024

Min path
  – Launch instance of the worst min-delay path: ampReg[0]$_SDFF_PP0_
  – Hold Crit Depth: 1
  – Hold endpoint: ampReg[0]$_SDFF_PP0_
  – Class of the worst hold path: reg2reg

Timing
  – Final setup TNS: 0 ns
  – Max Clk Rate: 0.189 GHz
  – Unrepaired setup endpoints after global routing: false
  – Count of endpoints failing hold in the final timing report: 0
  – Worst Skew: 0.00159 ns
  – Number of failing setup endpoints in the final timing report: 0
  – Final Cycle Share: 72.6%
  – Slew HR: 60.6%
  – Slew at the pin closest to its max-slew limit: 0.590 ns
  – Clock period minus worst slack: 5.30 ns
  – Final Max Slew Viols: 0

Route
  – Per-cell via count in the routed design: 3.87
  – Detailed Route WL: 3.07 mm
  – Routed WL per cell: 11.2 µm
  – Detailed-route via count: 1,063
  – Final routed DRC violation total: 0
  – DR pass1 iterations: 4
  – DRT iter0 DRCs: 24
  – Antenna cell count: 0
  – Final antenna-violating net count: 0

Clock network
  – CTS hold repair buffers: 0
  – Root Buffer: clkbuf_8
  – CTS-repair resized insts: 0
  – Deepest level of the CTS H-tree: 1
  – Buffer count from post-CTS setup fixing: 0
  – Total clock sinks: 16
  – Clock latency of the later-clocked register in the worst-skew pair: 0.25 ns
  – Number of buffers created by CTS: 3
  – Clock edge transition at the registers on the reported setup and hold paths: 0.07 ns
  – Clock tree from TritonCTS: yes
  – Number of buffers on the longest clock path: 2

Place
  – IO buf count: 25
  – Half-perimeter wire length of the detailed placement result: 2.40 mm
  – RePlAce Congestion: 0.763

Finish
  – Fraction of layout instances using a drive strength above 1: 6.25%
  – Area growth from synthesis to layout: 33.3%

Pwr
  – P per Cell Area: 138 nW/µm²
  – Maximum vdd drop: 0.0533 mV
  – Tot Pwr: 0.000235 W
  – Leakage power: 0.814 nW

Run
  – Max_cap viols: 0
  – OpenROAD warnings: 25

Run status
  – Outcome: complete, no violations
state kept, by name (all words and copies together), names as in the netlist:
register,count
ampReg,8
countReg,8
cell usage after synthesis (2+ instances only):
cell,count,area (µm²)
ha_1,20,250
dfxtp_1,16,320
inv_1,16,60.1
nor2_1,15,56.3
xor2_1,13,114
and3_1,10,62.6
nand3_1,7,35.0
a21oi_1,6,30.0
xnor2_1,5,43.8
o21ai_0,4,20.0
a21o_1,3,22.5
nand2b_1,3,18.8
a211oi_1,2,15.0
nand2_1,2,7.51
nand4_1,2,12.5
nor2b_1,2,12.5
nor3_1,2,10.0
nor3b_1,2,15.0
nor4b_1,2,17.5
o211ai_1,2,15.0
worst max-delay path by stage:
stage                 from              end  slack [ns]  depth (start not counted)
4_1_cts   io_oncyclesIn[4]  io_signalOut[5]        1.98                          9
5_1_grt   io_oncyclesIn[4]  io_signalOut[5]        1.78                          9
6_report  io_oncyclesIn[4]  io_signalOut[5]        2.00                          9
power by group:
group,internal [W],switching [W],total (W)
Clock,0.0000478,0.0000323,0.0000802
Combinational,0.0000340,0.0000218,0.0000558
Sequential,0.0000933,0.00000621,0.0000995
layer usage:
metal | wire [µm] | global-route usage (%) | up-vias
met2 | 1320 | 8.13 | 16
met4 | 29 | 0.774 | 0
met3 | 149 | 1.65 | 2
met1 | 1570 | 7.62 | 465
met5 | 0 | 0 | -
li1 | - | - | 580
per-stage QoR:
stage               utilization (%)  instances  instance area [µm²]  worst slack, ns  hold slack, ns
global placement               22.9        271                 1650             2.04           0.485
floorplan                         -        147                 1280             3.21           0.464
detailed placement             22.9        271                 1650             2.00           0.493
CTS                            23.6        275                 1700             1.98           0.509
global route                   23.6        275                 1700             1.78           0.534
finish                         23.6        275                 1700             2.00           0.504
final cells by class:
cell class | count | area [µm²]
fill | 802 | 5510
multi-input combinational | 114 | 887
sequential | 16 | 320
timing repair buffer | 26 | 258
tap | 99 | 124
inverter | 16 | 60.1
clock buffer | 4 | 55.1
layout by cell type, fill, tap and decap left out, drive strengths merged, types with 2 or more instances in the layout:
cell type      synthesis  layout
nor2b                  2       2
inv                   16      16
a21o                   4       4
nor3                   2       2
nand2                  2       2
o21ai                  4       4
dfxtp                 16      16
nor4b                  2       2
nor2                  15      15
clkdlybuf4s50          0      25
a211oi                 3       3
clkbuf                 0       4
and3                  11      11
nor3b                  2       2
xor2                  13      13
xnor2                  5       5
nand4                  2       2
nand2b                 3       3
a21oi                  6       6
nand3                  7       7
o211ai                 2       2
ha                    20      20
critical path: stages:
cell and delay (ns):
clkdlybuf4s50_1 0.46, inv_1 0.04, ha_1 0.30, a21o_1 0.18
a21oi_1 0.17, o21ai_0 0.14, o2111ai_2 0.39, and3_1 0.23
clkdlybuf4s50_1 0.48
cell families (layout without fill, tap and decap cells):
| logic type | after synthesis | after routing | share of synthesized area, % |
|---|---|---|---|
| buffers and inverters | 17 | 46 | 5.58 |
| AOI/OAI and AO/OA | 24 | 24 | 14.0 |
| and+or+nand+nor | 50 | 50 | 21.0 |
| muxes | 1 | 1 | 0.881 |
| xor gates and xnor gates | 18 | 18 | 12.3 |
| DFF | 16 | 16 | 25.0 |
| adders and majority gates | 21 | 21 | 21.1 |
Power figures rest on the tool's default switching activity, not on a simulated workload.
