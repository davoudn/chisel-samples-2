### flow/design.v
module Sevseg(
  input        clock,
  input        reset,
  output [7:0] io_digit,
  input  [3:0] io_sw
);
  wire [7:0] _GEN_0 = 4'h8 == io_sw ? 8'h80 : 8'h0;  
  wire [7:0] _GEN_1 = 4'h7 == io_sw ? 8'h41 : _GEN_0;  
  wire [7:0] _GEN_2 = 4'h6 == io_sw ? 8'h20 : _GEN_1;  
  wire [7:0] _GEN_3 = 4'h5 == io_sw ? 8'h10 : _GEN_2;  
  wire [7:0] _GEN_4 = 4'h4 == io_sw ? 8'h8 : _GEN_3;  
  wire [7:0] _GEN_5 = 4'h3 == io_sw ? 8'h4 : _GEN_4;  
  wire [7:0] _GEN_6 = 4'h2 == io_sw ? 8'h2 : _GEN_5;  
  assign io_digit = 4'h1 == io_sw ? 8'h1 : _GEN_6;  
endmodule
### flow/run.sh
#!/bin/bash
# OpenROAD 26Q1-2900-gdf79404cd8, Yosys 0.63+post, stock flow scripts
make -C /OpenROAD-flow-scripts/flow DESIGN_CONFIG=/design/flow/config.mk WORK_HOME=/design/flow/orfs finish
### flow/config.mk
export PLATFORM = sky130hd
export DESIGN_NAME = Sevseg
export DESIGN_NICKNAME = Sevseg
export VERILOG_FILES = /design/flow/design.v
export SDC_FILE = /design/flow/constraint.sdc
export NUM_CORES = 4
export LEC_CHECK = 1
export CORE_AREA = 10 10 70 70
export DIE_AREA = 0 0 80 80
### flow/constraint.sdc
current_design Sevseg

set clk_period 1.4
set clk_io_pct 0.2

create_clock -name clk0 -period $clk_period

set non_clock_inputs [all_inputs -no_clocks]
set_input_delay [expr $clk_period * $clk_io_pct] -clock clk0 $non_clock_inputs
set_output_delay [expr $clk_period * $clk_io_pct] -clock clk0 [all_outputs]
==> impl_metrics.ini <==
; flow metrics
[status]
status = finished clean

[min_path]
hold_end = io_digit[7]
worstHoldPathType = primary input to output port
hold_path_depth = 3
min_from = io_sw[2]

[flow_run]
maxCapViolCount = 0
warnings = 34

[routing]
post_drt_via_cell_ratio = 2.12
routed_wl_um = 506
ant_nets = 0
drt-initial-drc-count = 0
drc = 0
antennaDiodeCount = 0
num_vias = 159
wl_per_cell_um = 6.75
first_pass_iters = 1

[logic_synthesis]
ys_cells = 12
yosys_warnings = 0
syn_area_per_cell_um2 = 6.78
synthAoiAreaFrac_pct = 0
seq_area_frac_synth_pct = 0
ys_types = 9
yosys.area_share.adder_pct = 0
syn_area_um2 = 81.3
xor_share_pct = 10.8
synth-simple-area-share_pct = 89.2
ys_chip_area_um2 = 81.3
ys_top_logic_family = simple AND/OR/NAND/NOR gates
synthCells = 12
ys_sh_mux_pct = 0

[pwr]
vdd_ir_drop_max_uv = 19.9
pwr-share-seq_pct = 0
clockPowerShare_pct = 0
power.density_nw_per_um2 = 183
p_int_uw = 37.6
p_leak_nw = 0.156
power_frac_comb_pct = 100.0
swShare_pct = 39.2
netSwitchingPower_uw = 24.2

[final_timing]
finalCriticalPeriod_ns = 1.36
fin_tns_setup_ns = 0
min_period_over_period_pct = 97.0
tightest_slew_ns = 0.195
hold_viol = 0
maxSlewViolCount = 0
setup_slack_ns = 0.0426
finalSetupViolations = 0
rsz0062_at_grt = no
maxSlewHeadroom_pct = 87.0
timing.fmax_mhz = 737

[final_layout]
nClkBuffers = 0
register_area_um2 = 0
drive_gt1_share_pct = 62.1
ff_count = 0
areaGrowthSynthToFinish_pct = 315
final_core_utilization_pct = 9.89
fill_cells = 398
post-route-cell-area_um2 = 338
layout_top_cells = 5 x buf_4, 5 x dlygate4sd2_1, 3 x buf_6

[grt]
met3_usage_pct = 0.455
grt-ovfl-total = 0
antenna_found_initial = 0
grt_max_degree = 8
grtUsageMet1_pct = 1.85
grt_busiest_layer = met2
track_usage_pct = 1.50
grt_pass1_vias = 161
grt_pass1_wl_um = 834
met2_usage_pct = 2.65

[setup_path]
worstSetupStartpointType = primary input
max_stage_delay_ns = 0.19
cp.required_ns = 1.12
crit_type = primary input to output port
worstPathArrival_ns = 1.08
worstPathCellList = buf_6 > buf_6 > buf_4 > buf_4 > nor3b_2 > clkdlybuf4s15_1
cp_max_fo = 4
crit_family = buffers and inverters
end_kind = output port
crit_buf_inv = 5
crit_slowest_cell = clkdlybuf4s15_1

[floorplanning]
die_h_um = 80
coreArea_um2 = 3420
std_cell_rows = 21
die_area_um2 = 6400
io_pins = 14
fp.dieW_um = 80
fp_util_pct = 2.38

[placement]
io_buffer_count = 12
place_congestion = 0.757
placed_cell_area_um2 = 267
hpwl_um = 389
place_ws_ns = -0.604
synthesized netlist by cell type, drive strengths merged:
cell    count  area [um^2]
nor2        2         7.51
and4bb      1         12.5
nand2       1         3.75
nor3b       2         15.0
nand2b      2         15.0
nor3        2         10.0
nor4b       1         8.76
xor2        1         8.76
area by class of cell:
class                      instances  area (um^2)  area share (%)
multi-input combinational         12          128            37.8
timing repair buffer              17          153            45.2
tap                               46         57.6            17.0
power by group through the flow:
stage / registers, mW / clock network, mW / logic, mW
finish: 0 / 0 / 0.0618
CTS: 0 / 0 / 0.0611
global route: 0 / 0 / 0.0679
tightest hold or removal path: stages:
cell and delay, ns:
buf_6 0.10, nor4b_2 0.05, clkdlybuf4s15_1 0.16
metal layers:
layer / share of wire [%] / wire [um]
met4: 0 / 0
met2: 41 / 207
met1: 47 / 237
met3: 12 / 61
met5: 0 / 0
logic make-up (layout without fill, tap and decap cells):
group / Yosys count / after routing
AND/OR/NAND/NOR: 11 / 11
XOR/XNOR: 1 / 1
buffers and inverters: 0 / 17
metrics by stage:
stage	std cells	total power [mW]	hold slack, ns
floorplan	12	0.0106	0.574
global placement	71	0.0453	1.56
detailed placement	71	0.0460	1.57
CTS	75	0.0611	0.934
global route	75	0.0679	0.898
finish	75	0.0618	0.871
worst max-delay path by stage:
stage | startpoint | to | slack [ns] | cells after the start
after CTS | io_sw[3] | io_digit[6] | 0.003 | 4
after global routing | io_sw[1] | io_digit[4] | 0.01 | 6
final | io_sw[1] | io_digit[4] | 0.04 | 6
timing repair:
item                                    in CTS  in global routing
buffers inserted                             4                  0
hold buffers                                 0                  0
pin swaps                                    2                  0
resized                                     36                  4
endpoints found under the setup margin       8                  4
Power figures rest on the tool's default switching activity, not on a simulated workload.
