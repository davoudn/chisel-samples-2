===== config.mk =====
export PLATFORM = sky130hd
export DESIGN_NAME = hello_top
export DESIGN_NICKNAME = hello_top
export VERILOG_FILES = /design/flow/design.v
export SDC_FILE = /design/flow/constraint.sdc
export NUM_CORES = 4
export LEC_CHECK = 1
export CORE_UTILIZATION = 50

===== constraint.sdc =====
current_design hello_top

set clk_period 8.2
set clk_io_pct 0.2

create_clock -name clk0 -period $clk_period [get_ports {clk}]

set non_clock_inputs [all_inputs -no_clocks]
set_input_delay [expr $clk_period * $clk_io_pct] -clock clk0 $non_clock_inputs
set_output_delay [expr $clk_period * $clk_io_pct] -clock clk0 [all_outputs]

===== design.v =====
module Hello(
  input        clock,
  input        reset,
  input  [1:0] io_sw,
  output       io_led,
  output       io_led2
);
  reg [31:0] cntReg0;  
  reg [31:0] cntReg1;  
  reg  blkReg;  
  wire  _T_2 = cntReg0 == 32'h61a7;  
  wire  flag0 = cntReg1 == 32'hf9 ? 1'h0 : _T_2;  
  wire [31:0] _cntReg0_T_1 = cntReg0 + 32'h1;  
  wire [31:0] _cntReg1_T_1 = cntReg1 + 32'h1;  
  wire  _blkReg_T = ~blkReg;  
  assign io_led = blkReg;  
  assign io_led2 = 1'h0;  
  always @(posedge clock) begin
    if (reset) begin  
      cntReg0 <= 32'h0;  
    end else if (cntReg0 == 32'h61a7) begin  
      cntReg0 <= 32'h0;  
    end else if (~flag0) begin  
      cntReg0 <= _cntReg0_T_1;  
    end
    if (reset) begin  
      cntReg1 <= 32'h0;  
    end else if (cntReg1 == 32'hf9) begin  
      cntReg1 <= 32'h0;  
    end else if (flag0) begin  
      cntReg1 <= _cntReg1_T_1;  
    end
    if (reset) begin  
      blkReg <= 1'h0;  
    end else if (cntReg1 == 32'hf9) begin  
      blkReg <= _blkReg_T;  
    end else if (cntReg0 == 32'h61a7) begin  
      blkReg <= ~blkReg;  
    end
  end
endmodule
module hello_top(input clk, output led);
  wire h_io_led;
  wire res;
  assign led = h_io_led;
  assign res = 1'h0;
  Hello h(.clock(clk), .reset(res),
       .io_led( h_io_led ));
endmodule

===== run.sh =====
#!/bin/bash
# OpenROAD 26Q1-2900-gdf79404cd8, Yosys 0.63+post, stock flow scripts
make -C /OpenROAD-flow-scripts/flow DESIGN_CONFIG=/design/flow/config.mk WORK_HOME=/design/flow/orfs finish

==> flow_summary.toml <==
# flow metrics
[setup_path]
crit_chain = "clkdlybuf4s50_1"
cp_slowest_cell = "clkdlybuf4s50_1"
crit_path_max_incr_delay_ns = 0.46
cp_num_buf_inv = 1
crit_required_ns = 6.56
arrival_ns = 1.14
worstSetupPathType = "reg -> out"
cp_max_fo = 2
crit_path_end_kind = "output pin"
cp_top_family = "buffers and inverters"
startpoint_type = "register"

[timing]
setup_violations = 0
fin_setup_tns_ns = 0
hold_viol = 0
drv_slew = 0
tightest_slew_ns = 0.807
maxSlewHeadroom = 0.461
fin_ws_ns = 5.42
max_freq_mhz = 360
rsz0062_at_grt = "no"
finalCriticalPeriod_ns = 2.78
period_used_share = 0.339
clock_skew_ns = 0.00592

[global_route]
grt_pass1_wl_um = 9280
track_usage = 0.200
grt_pass1_vias = 1935
overflow = 0
grt_max_degree = 20
antenna_found_initial = 0

[die]
core-area_um2 = 5510
die.size.y_um = 77.8
fp-row-count = 27
floorplan.core_util = 0.522
io_pins = 2
die_x_um = 77.8
chipArea_um2 = 6050

[power]
peakVddDrop_mv = 0.142
power_leakage_nw = 1.07
power_density_nw_per_um2 = 184

[logic_synthesis]
ys.flop_type = "dfxtp_1"
synth_area_per_cell_um2 = 9.64
ys_warn_count = 1
edf_count = 1
syn-cell-area_um2 = 2870
ys_cells = 298
synth_cells = 298
async_flop_share = 0
ys_seq_share = 0.456
ys_ff = 65
yosys_area_um2 = 2870
yosysUniqueCellTypes = 33

[clocking]
cts-buffers-inserted = 9
clk_pin_slew_ns = 0.06
clk_latency_ns = 0.33
cts_resized = 0
cts_tree = "done"
clock-root-buffer = "clkbuf_8"
cts_setup_buffers = 0
cts.path.max_buffers = 2
cts.sinks = 65
htreeDepth = 3
hold_buffers = 0

[finish]
fin_cells = 384
drive_gt1_frac = 0.106
area_growth_pct = 10.3
final_util = 0.575

[job]
max_cap_viol_count = 0
tool_warnings = 26

[outcome]
status = "finished clean"

[route]
drtIter0Drc = 79
routed_wl_um = 5300
wl_per_cell_um = 13.8
first_pass_iters = 4
drc = 0
antenna_left = 0
viasPerCell = 5.55
n_antenna_cell = 0
vias = 2130

[placement]
dpl_worst_slack_ns = 5.64
io_buffer_count = 1
dp.cells = 368
hpwl_um = 3690
finalWeightedCongestion = 0.805

[min_path]
hold_class = "reg -> reg"
Yosys cell counts, types with 5 or more instances:
library cell	number	area share
and4_1	6	0.018
nand3_1	22	0.038
nor4_1	16	0.035
nand2_1	17	0.022
xnor2_1	43	0.13
inv_1	7	0.0091
nor2_1	23	0.030
and3_1	14	0.030
xor2_1	9	0.027
dfxtp_1	64	0.45
mux2_2	5	0.020
nand4_1	25	0.054
nor3_1	11	0.019
layout by cell type (no fill, tap or decap):
cell | synthesis | routed
dfxtp_1 | 64 | 64
xnor2_1 | 43 | 43
nand4_1 | 25 | 25
nor2_1 | 23 | 23
nand3_1 | 22 | 22
nand2_1 | 17 | 17
nor4_1 | 16 | 16
and3_1 | 14 | 14
clkbuf_8 | 0 | 12
nor3_1 | 11 | 11
xor2_1 | 9 | 9
inv_1 | 7 | 7
and4_1 | 6 | 6
mux2_2 | 5 | 5
nor4_2 | 3 | 3
or2_2 | 3 | 3
nor2b_1 | 3 | 3
ha_1 | 3 | 3
nor4b_1 | 2 | 2
o21ai_0 | 2 | 2
a22o_1 | 2 | 2
and2_1 | 2 | 2
mux2_1 | 2 | 2
clkbuf_1 | 2 | 2
buf_4 | 0 | 2
nor4b_2 | 1 | 1
and4bb_2 | 1 | 1
nand4_2 | 1 | 1
nor4bb_1 | 1 | 1
nor2_2 | 1 | 1
or3_4 | 1 | 1
a211oi_1 | 1 | 1
nor4_4 | 1 | 1
clkinv_2 | 0 | 1
clkbuf_16 | 0 | 1
edfxtp_1 | 1 | 1
clkdlybuf4s50_1 | 0 | 1
through the flow:
stage	power, mW	area, um2	hold WS (ns)
global placement	0.323	2970	0.444
global route	0.610	3170	0.503
CTS	0.593	3170	0.470
detailed placement	0.323	2970	0.455
finish	0.584	3170	0.467
floorplan	0.323	2870	0.430
kinds of logic (layout without fill, tap and decap cells):
family | count (synthesis) | after routing | share of synthesized area
and+or+nand+nor | 154 | 154 | 0.315
DFF | 65 | 65 | 0.456
xor gates and xnor gates | 52 | 52 | 0.159
buffers and inverters | 12 | 26 | 0.0170
muxes | 7 | 7 | 0.0274
AOI/OAI and AO/OA | 5 | 5 | 0.0122
adders and majority gates | 3 | 3 | 0.0131
layer usage:
| metal | part of all wire | vias to the layer above | GRT usage | routed length [um] |
|---|---|---|---|---|
| li1 | - | 1103 | - | - |
| met1 | 0.53 | 1001 | 0.327 | 2830 |
| met2 | 0.42 | 24 | 0.280 | 2240 |
| met3 | 0.038 | 2 | 0.0526 | 199 |
| met4 | 0.0059 | 0 | 0.0226 | 31 |
| met5 | 0 | - | 0 | 0 |
worst paths after layout:
path / from / to / slack [ns] / cells after the start
worst min register to register: h.cntReg0[0] / h.cntReg0[0] / 0.47 / 1
worst max-delay path: h.blkReg / led / 5.42 / 1
worst max register to register: h.cntReg0[0] / h.cntReg1[27] / 5.64 / 6
worst min-delay path: h.cntReg0[0] / h.cntReg0[0] / 0.47 / 1
power by group:
group	leakage, nW	total, mW	switching (mW)	internal [mW]
clock	0.105	0.267	0.115	0.153
combinational	0.439	0.000000439	0	0
sequential	0.527	0.316	0	0.316
total	1.07	0.584	0.115	0.469
area by class of cell:
type                    instances  area (um2)
clock buffers                  15         198
clock inverters                 1        5.00
fillers                       453        2340
inverters                       7        26.3
multi-input cells             221        1510
flip-flops and latches         65        1310
well taps                      72        90.1
repair buffers                  3        25.0
registers in the layout, summed over array words and instances (netlist names):
| register | count |
|---|---|
| h.cntReg0 | 32 |
| h.cntReg1 | 32 |
| h.blkReg | 1 |
Power is estimated from default activity; no workload was simulated.
